`./design.v`:
```
module bram #(parameter N = 6, M = 32) (
    input logic clk,
    input logic we,
    input logic [N-1:0] adr,
    inout tri [M-1:0] data);
    logic [M-1:0] mem[2**N-1:0];
    always @(posedge clk)
        if (we) mem[adr] <= data;
    assign data = we ? 'z : mem[adr];
endmodule
```
`./run.sh`:
```
#!/bin/bash
# OpenROAD 26Q1-2900-gdf79404cd8, Yosys 0.63+post, stock flow scripts
make -C /OpenROAD-flow-scripts/flow DESIGN_CONFIG=/design/flow/config.mk WORK_HOME=/design/flow/orfs finish
```
`./config.mk`:
```
export PLATFORM = sky130hd
export DESIGN_NAME = bram
export DESIGN_NICKNAME = bram
export VERILOG_FILES = /design/flow/design.v
export SDC_FILE = /design/flow/constraint.sdc
export NUM_CORES = 4
export LEC_CHECK = 1
export CORE_UTILIZATION = 30
```
`./constraint.sdc`:
```
current_design bram

set clk_period 42.2
set clk_io_pct 0.2

create_clock -name clk0 -period $clk_period [get_ports {clk}]

set non_clock_inputs [all_inputs -no_clocks]
set_input_delay [expr $clk_period * $clk_io_pct] -clock clk0 $non_clock_inputs
set_output_delay [expr $clk_period * $clk_io_pct] -clock clk0 [all_outputs]
```
==> flow_metrics.tcl <==
# metrics dict for downstream scripts
set metrics [dict create \
    routability_congestion_estimate_from_global_placement 0.915 \
    yosys_most_used_dff "sky130_fd_sc_hd__edfxtp_1" \
    sequential_element_share_of_the_synthesized_area 0.786 \
    row_count 187 \
    numPortBuffers 7 \
    io_pins 40 \
    async_set_or_reset_register_ratio_after_synthesis 0 \
    clock_tree.buffer_depth 3 \
    cts_setup_buffers 0 \
    synth-edff-count 2048 \
    ctsResizeCount 0 \
    yosysChipArea_sq_um 78300 \
    synth-warning-count 2 \
    dpl_cell_area_sq_um 83700 \
    chipHeight_microns 513 \
    yosys_cell_count 4207 \
    hpwlAfterDp_microns 128000 \
    root_buffer "sky130_fd_sc_hd__clkbuf_16" \
    synthesis.instances 4207 \
    total_cts_buffers 198 \
    flow.first_error "[error] [KeplerFormal.cpp:679] Workflow failed: Iso has multiple drivers: .data17, _3216_.X0" \
    postCtsHoldBufs 0 \
    clock_tree.htree_level_count 4 \
    last-stage-reached "clock tree synthesis" \
    run_status "did not finish" \
    syn-cell-area_sq_um 78300 \
    syn_area_per_cell_sq_um 18.6 \
    ys_types 55 \
    clock-sinks 2048 \
    yosys_register_bits 2048 \
    fp_util 0.302 \
    die_width_microns 513 \
]
==> Yosys cell counts, types with 66 or more instances <==
| library cell | count | share of area |
|---|---|---|
| sky130_fd_sc_hd__a21oi_1 | 121 | 0.0077 |
| sky130_fd_sc_hd__a221oi_1 | 175 | 0.020 |
| sky130_fd_sc_hd__a22o_1 | 66 | 0.0074 |
| sky130_fd_sc_hd__a22oi_1 | 188 | 0.018 |
| sky130_fd_sc_hd__and3_1 | 85 | 0.0068 |
| sky130_fd_sc_hd__buf_2 | 83 | 0.0053 |
| sky130_fd_sc_hd__clkbuf_1 | 168 | 0.0081 |
| sky130_fd_sc_hd__edfxtp_1 | 2048 | 0.79 |
| sky130_fd_sc_hd__mux2_2 | 147 | 0.021 |
| sky130_fd_sc_hd__mux2i_1 | 259 | 0.033 |
| sky130_fd_sc_hd__mux4_2 | 96 | 0.028 |
| sky130_fd_sc_hd__nor2_1 | 145 | 0.0070 |
| sky130_fd_sc_hd__o21ai_0 | 84 | 0.0054 |
| sky130_fd_sc_hd__o22a_1 | 70 | 0.0078 |
| sky130_fd_sc_hd__o22ai_1 | 93 | 0.0074 |
==> per-stage QoR <==
stage	hold slack, ns	worst slack, ns	cells
3_3_place_gp	0.962	20.29	7536
2_1_floorplan	1.59	22.31	4207
3_5_place_dp	0.963	20.28	7536
==> kinds of logic after synthesis <==
kind of cell	count (synthesis)	synth area share
flip-flops	2048	0.786
AND-OR/OR-AND	933	0.0873
multiplexers	502	0.0819
AND/OR/NAND/NOR	424	0.0283
buffers and inverters	300	0.0170
