$ cat design.v
module multiplicacion(
	input logic [3:0] a,
	input logic [3:0] b,
	output logic [7:0] P);
	logic a0,b0,a1,b1,a2,b2,a3,b3,a4,b4,a5,b5,a6,b6,a7,b7,a8,b8,a9,b9,a10,b10,a11,b11;
	logic ca0,ca1,ca2,ca3,ca4,ca5,ca6,ca7,ca8,ca9,ca10;
	assign P[0]=a[0]&b[0];
	assign a0=a[1]&b[0];
	assign b0=a[0]&b[1];
	fulladder p0(a0,b0,0,P[1],ca0);
	assign a1=a[2]&b[0];
	assign b1=a[1]&b[1];
	fulladder p1(a1,b1,ca0,a2,ca1);
	assign b2=a[0]&b[2];
	fulladder p2(a2,b2,0,P[2],ca2);
	assign a3=a[3]&b[0];
	assign b3=a[2]&b[1];
	fulladder p3(a3,b3,ca1,a4,ca3);
	assign b4=a[1]&b[2];
	fulladder p4(a4,b4,ca2,a5,ca4);
	assign b5=a[0]&b[3];
	fulladder p5(a5,b5,0,P[3],ca5);
	assign a6= 0;
	assign b6=a[3]&b[1];
	fulladder p6(a6,b6,ca3,a7,a9);
	assign b7=a[2]&b[2];
	fulladder p7(a7,b7,ca4,a8,ca7);
	assign b8=a[1]&b[3];
	fulladder p8(a8,b8,ca5,P[4],ca8);
	assign b9=a[3]&b[2];
	fulladder p9(a9,b9,ca7,a10,a11);
	assign b10=a[2]&b[3];
	fulladder p10(a10,b10,ca8,P[5],ca10);
	assign b11=a[3]&b[3];
	fulladder p11(a11,b11,ca10,P[6],P[7]);
	endmodule
module fulladder(input logic a,b,ci, output logic y,co);
			logic[1:0]aux;
		assign aux= a + b + ci;
		assign y = aux[0];
		assign co = aux[1];
endmodule
$ cat run.sh
#!/bin/bash
# OpenROAD 26Q1-2900-gdf79404cd8, Yosys 0.63+post, stock flow scripts
make -C /OpenROAD-flow-scripts/flow DESIGN_CONFIG=/design/flow/config.mk WORK_HOME=/design/flow/orfs finish
$ cat config.mk
export PLATFORM = sky130hd
export DESIGN_NAME = multiplicacion
export DESIGN_NICKNAME = multiplicacion
export VERILOG_FILES = /design/flow/design.v
export SDC_FILE = /design/flow/constraint.sdc
export NUM_CORES = 4
export LEC_CHECK = 1
export CORE_AREA = 10 10 70 70
export DIE_AREA = 0 0 80 80
$ cat constraint.sdc
current_design multiplicacion

set clk_period 4.6
set clk_io_pct 0.2

create_clock -name clk0 -period $clk_period

set non_clock_inputs [all_inputs -no_clocks]
set_input_delay [expr $clk_period * $clk_io_pct] -clock clk0 $non_clock_inputs
set_output_delay [expr $clk_period * $clk_io_pct] -clock clk0 [all_outputs]
==> run notes <==
fresh numbers from the pnr run: mapped cell area 397 um^2, I/O Buffers 16, HP Class input pin to output pin, first-pass GRT wire length 1510 um, FP Util 0.116, Final setup viols 3, diode count 0, utilization after layout 0.189, RSZ-0062 raised after global routing yes, Crit Path Max Fanout 2, initial antenna violation count 0, failing checks setup timing, pin count of the biggest net entering global routing 5, Power, Total 69.6 uW, final count of hold timing violations 0, sequential cell area 0 um^2, CP required 3680 ps, grt ovf 0, Detailed Place HPWL 827 um, Pre-antenna DRT Iters 1, Residual DRC 0, antenna violation net count after detailed routing 0, pre-CTS setup slack -1170 ps, die height 80 um, routed via count 317, Post-Syn Instances 48, fin. max-slew vios 0, mean post-synth cell area 8.26 um^2, top logic cell by instance count in the layout buf_4, Slew HR 0.904, All-Layer GR Usage 0.0289, hold-fix buffers at CTS 0, fin crit period 5060 ps, hold slack 2480 ps, Pwr per Cell Area 108 nW/um^2, register area share after synthesis 0, WL per Instance 7.95 um, library cells used by synthesis 6, final sequential cell count 0, Fill cells 387, routed vias/inst 2.86, Setup CP Type input pin to output pin, vias in the first global route 358, Die W 80 um, slew of the pin with the lowest slew margin 144 ps, die area 6400 um^2, I/O Pins 16, row count 21, Top Layout Cells 8 x buf_4, 7 x inv_2, yosys synthesis chip area 397 um^2, total of max-cap violations 0, f_max 198 MHz, final period utilization 1.10, overall routed net length 883 um, static leakage 0.000309 uW, Peak VDD IR 33.5 uV, total tool warning count 35, clkbuf count 0, status finished, violations left, final worst slack -457 ps, P&R area growth vs syn 63.1%, Critical Path Start Type input pin, Iter 0 DRT Violations 0, area of the core 3420 um^2, layout cells sized above 1 0.569, yosys cell count 48, Ys Warns 3, crit end category output pin, Worst EP arrival 4140 ps, GP Congestion 0.749
==> what timing repair did <==
item                                    in CTS  in global routing
resized                                     37                  6
cloned                                       0                  0
buffers inserted                             1                  0
endpoints found under the setup margin       5                  4
pin swaps                                   11                  8
==> power by group <==
part	internal (uW)	switching, uW
combinational	42.8	26.8
clock	0	0
sequential	0	0
==> path summary, 6_finish.rpt <==
check / from / endpoint / cells past startpoint
worst min-delay path: a[2] / P[5] / 6
worst max-delay path: a[1] / P[6] / 15
==> layout make-up <==
class / instances / area, um^2 / share of cell area
well taps: 46 / 57.6 / 0.0890
multi-input cells: 28 / 338 / 0.522
repair buffers: 24 / 203 / 0.313
inverters: 13 / 48.8 / 0.0754
==> logic make-up after synthesis <==
logic type / count (synthesis) / share of synthesized area
adders and majority gates: 12 / 0.530
and+or+nand+nor: 16 / 0.215
buffers and inverters: 20 / 0.256
==> synthesized netlist by cell type (all sizes together) <==
master  number  share of area
fa           8           0.40
nand2        6          0.057
ha           4           0.13
and2        10           0.16
buf          7           0.13
inv         13           0.12
==> critical path: stages <==
cell and delay (ps):
buf_6 90, and2_4 150, ha_4 150, fa_2 330, inv_2 60, fa_1 420, fa_2 350, inv_2 60
fa_2 180, inv_2 40, fa_1 450, fa_2 350, inv_2 60, fa_2 410, buf_2 130
==> stage by stage <==
| stage | cell area (um^2) | instances | TNS [ps] |
|---|---|---|---|
| 2_1_floorplan | 433 | 48 | -347 |
| 5_1_grt | 647 | 111 | -1200 |
| 3_3_place_gp | 647 | 110 | -3730 |
| 3_5_place_dp | 647 | 110 | -3810 |
| 6_report | 647 | 111 | -841 |
| 4_1_cts | 643 | 111 | -1600 |
==> metal layers <==
layer  vias up  global-route usage  routed length [um]
met5         -                   0                   0
met4         0                   0                   0
met3         0              0.0114                  79
met2        10              0.0514                 416
met1       145              0.0338                 387
li1        162                   -                   -
Power and IR drop assume default switching activity.
