$ cat flow/run.sh
#!/bin/bash
# OpenROAD 26Q1-2900-gdf79404cd8, Yosys 0.63+post, stock flow scripts
make -C /OpenROAD-flow-scripts/flow DESIGN_CONFIG=/design/flow/config.mk WORK_HOME=/design/flow/orfs finish
$ cat flow/constraint.sdc
current_design ram

set clk_period 32.2
set clk_io_pct 0.2

create_clock -name clk0 -period $clk_period [get_ports {clk}]

set non_clock_inputs [all_inputs -no_clocks]
set_input_delay [expr $clk_period * $clk_io_pct] -clock clk0 $non_clock_inputs
set_output_delay [expr $clk_period * $clk_io_pct] -clock clk0 [all_outputs]
$ cat flow/config.mk
export PLATFORM = sky130hd
export DESIGN_NAME = ram
export DESIGN_NICKNAME = ram
export VERILOG_FILES = /design/flow/design.v
export SDC_FILE = /design/flow/constraint.sdc
export NUM_CORES = 4
export LEC_CHECK = 1
export CORE_UTILIZATION = 40
$ cat flow/design.v
module pram #(parameter N = 6, M = 32) (
    input logic clk,
    input logic we,
    input logic [N-1:0] adr,
    input logic [M-1:0] din,
    output logic [M-1:0] dout);
    logic [M-1:0] mem[2**N-1:0];
    always @(posedge clk)
        if (we) mem[adr] <= din;
    assign dout = mem[adr];
endmodule
module ram ( 
    input logic clk,
    input logic we,
    input logic [5:0] adr,
    input logic [31:0] din,
    output logic [31:0] dout);
	pram mem(clk, we, adr, din, dout);
endmodule
==> results_slide.txt <==
Key Metrics from the Run

Setup path
  – Setup crit start: adr[1]
  – Worst path top cell family by delay: simple AND/OR/NAND/NOR gates
  – Crit-path max cell delay: about 0.73 ns
  – Kind of critical path: input port to output pin
  – Worst path slowest cell: nor3_1
  – Crit. path cell count: 10
  – CP arrival: 11.36 ns
  – WP buf/inv: 5
  – Crit. End Element: output pin
  – CP startpoint kind: input port
  – WP data required: 25.76 ns
  – Critical-path cell list: buf_8 -> buf_4 -> buf_4 -> inv_4 -> nand2_1 -> o22ai_1 -> nor3_1 -> nand4_1 -> or4_1 -> clkdlybuf4s50_1
  – CP dominant cell by count: buf_4
  – Worst setup path end: dout[14]
  – Worst-path maximum fanout: 79

Final layout
  – Layout Area Growth over Synthesis: 13.1%
  – Fraction of layout cells with a size suffix above 1: 14.7%
  – Biggest regs: mem.mem (2048)
  – Register with the most flip-flops: mem.mem
  – Post-Layout Cell Count: 7217
  – Max reg flops: between 2000 and 2500

Synthesis
  – Seq share, synth: 78.8%
  – Post-synth cell types: 53
  – Post-synth top cells: 2048 x edfxtp_1, 322 x a221oi_1, 270 x a22oi_1
  – Yosys warns: 1
  – Post-synth area hogs: edfxtp_1 79%, a221oi_1 3.6%, a22oi_1 2.6%
  – Synth Instances: between 4000 and 5000
  – Largest area contributor in the netlist: edfxtp_1
  – Synthesized area: about 0.078 mm²
  – Syn Area/Cell: 17.7 µm²
  – Yosys chip area: between 0.07 and 0.08 mm²
  – Yosys reg bits: 2048
  – Asr flop ratio synth: 0%
  – Ys flop type: edfxtp_1
  – Most numerous cell in the Yosys netlist: edfxtp_1
  – Yosys cell count: 4412
  – Dominant cell area share: 78.8%
  – Post-synth EDFFs: just over 2000

Power
  – Worst vdd ir: 0.0000649 V
  – Leak: 27.4 nW
  – Pwr Total: 5.45 mW
  – Pwr Density: 61.8 mW/mm²

Worst hold path
  – Min-Delay Path Class: input port to register

Placement
  – Dpl cells: 6851
  – Port bufs: 71
  – HPWL Detailed: about 120000 µm
  – Routability congestion estimate from global placement: roughly 0.89
  – Pre-CTS setup slack: 14.51 ns

Clocking
  – Sink Count: 2048
  – CTS clock-pin slew for the worst setup and hold paths: 0.06 ns
  – TritonCTS Buffers: 197
  – Cts repair resizes: 0
  – Largest buffer count on any clock path: 3
  – Hold_buf cts: 0
  – Root Buffer: clkbuf_16
  – Postcts setup bufs: 0
  – H-tree Lvls: 4
  – CTS tree: done

Route
  – Via count: 43500
  – ANT nets after route: 0
  – Drt pass-1 iters: 6
  – Final WL: around 220000 µm
  – Via/cell ratio: roughly 6
  – DRC: 0
  – Initial DRC count: roughly 3400
  – Wirelength per Cell: just over 30 µm

Die
  – Die Wd: ~440 µm
  – Core Area: 0.193 mm²
  – Chip area: 0.197 mm²
  – # rows: around 160
  – Ports: 72
  – Fp_density: a little over 40%
  – Die height: 444 µm

STA
  – Relative slew slack: 31.4%
  – Hold WS: slightly below 6 ns
  – Worst setup margin: 14.40 ns
  – Unrepaired setup endpoints after global routing: no
  – Hold violation count in the final report: 0
  – Final Max Tran Viols: 0
  – Setup tns final: 0 ns
  – Max Clk Rate: 56.2 MHz
  – Tcrit/Tclk final: 55.3%
  – Slew at the pin closest to its max-slew limit: 1.02 ns
  – Fin crit period: 17.80 ns
  – Final setup viols: 0

GRT
  – Gr ovfl total: 0
  – Pin count of the biggest net entering global routing: 103
  – Vias in the first global route: roughly 45000
  – Initial antenna violation count: 7
  – Total GRT Usage: roughly a quarter
  – Wire length of the first global-routing pass: 318000 µm

Outcome
  – Status: complete, no violations

Job
  – Max_cap viols: 0
  – Tool warning count: 29
## where the power goes
| part | switching, mW | internal, mW | leakage (nW) |
|---|---|---|---|
| combinational | 0.215 | 0.0883 | 6.00 |
| clock | 0.963 | 1.23 | 2.96 |
| sequential | 0.00377 | 2.95 | 18.4 |
| total | 1.18 | 4.27 | 27.4 |
## worst min path at each step
stage	startpoint	to	slack, ns	depth (start not counted)
CTS	din[4]	mem.mem[56][4]	5.81	1
finish	din[4]	mem.mem[56][4]	5.85	1
global route	din[4]	mem.mem[56][4]	5.83	1
## per-layer routing
metal  up-vias  part of all wire (%)  global-route usage (%)
li1      18600                     -                       -
met1     21600                    34                    30.5
met2      2802                    46                    35.4
met3       407                    17                    17.5
met4         8                   3.7                    7.09
met5         -                 0.081                   0.781
## layout make-up
type                       count  area, µm²
clock buffer                 261       5340
clock inverter               101        728
multi-input combinational   2024      15600
sequential                  2048      61500
antenna                        4       10.0
inverter                       2       15.0
tap                         2526       3160
timing repair buffer         251       1970
fill                       15900     105000
## cell usage in the layout, fill, tap and decap left out, drive strengths merged, types with 6 or more instances in the layout
| master | n |
|---|---|
| clkinv | 85 |
| o211a | 12 |
| a221o | 16 |
| o22ai | 102 |
| nand3 | 8 |
| nand4 | 26 |
| mux4 | 52 |
| o21ai | 189 |
| o21bai | 12 |
| nor3 | 46 |
| inv | 7 |
| a22o | 61 |
| a22oi | 270 |
| nor2b | 8 |
| edfxtp | 2048 |
| clkdlybuf4s50 | 36 |
| a221oi | 324 |
| a211o | 12 |
| clkbuf | 261 |
| or2 | 6 |
| a21oi | 148 |
| nand2 | 93 |
| nor2 | 215 |
| o221ai | 17 |
| a211oi | 27 |
| mux2i | 186 |
| o211ai | 19 |
| or3 | 18 |
| bufinv | 9 |
| or4 | 19 |
| mux2 | 82 |
| buf | 215 |
| o22a | 25 |
## logic make-up after synthesis
| kind of cell | count (synthesis) | synth area share, % |
|---|---|---|
| compound gates | 1250 | 11.6 |
| buf+inv | 340 | 1.95 |
| flops | 2048 | 78.8 |
| mux | 320 | 5.07 |
| simple gates | 454 | 2.62 |
## through the flow
step | util, % | cell area [µm²]
final | 45.7 | 88300
after global routing | 45.7 | 88300
after CTS | 45.7 | 88300
after detailed placement | 42.6 | 82200
after global placement | 42.6 | 82200
after floorplan | - | 78100
Power is estimated from default activity; no workload was simulated.
